## /design/flow/run.sh

```bash
#!/bin/bash
# OpenROAD 26Q1-2900-gdf79404cd8, Yosys 0.63+post, stock flow scripts
make -C /OpenROAD-flow-scripts/flow DESIGN_CONFIG=/design/flow/config.mk WORK_HOME=/design/flow/orfs finish
```

## /design/flow/config.mk

```make
export PLATFORM = sky130hd
export DESIGN_NAME = DUT
export DESIGN_NICKNAME = DUT
export VERILOG_FILES = /design/flow/design.v
export SDC_FILE = /design/flow/constraint.sdc
export NUM_CORES = 4
export LEC_CHECK = 1
export CORE_UTILIZATION = 40
export SYNTH_HDL_FRONTEND = slang
```

## /design/flow/constraint.sdc

```tcl
current_design DUT

set clk_period 52.6
set clk_io_pct 0.2

create_clock -name clk0 -period $clk_period [get_ports {clk}]

set non_clock_inputs [all_inputs -no_clocks]
set_input_delay [expr $clk_period * $clk_io_pct] -clock clk0 $non_clock_inputs
set_output_delay [expr $clk_period * $clk_io_pct] -clock clk0 [all_outputs]
```

## /design/flow/design.v

```verilog
module ALU (
  input wire 	[7:0] rf_reg_out,
  input wire 	[7:0] rpct,
  input wire 	[7:0] rlsb,
  input wire 	[7:0] rmsb,
  input wire 	[7:0] rptn,
  input wire 	[3:0] alu_op,
  output wire 	[7:0] alu_out
);
  wire [7:0] add_out = rf_reg_out + ((alu_op == 4'b0100) ? 8'd1 : rpct);
  wire [3:0] hgp_pty = {
    ^{rmsb[2:0], rlsb[7:4]},								 
    ^{rmsb[2:0], rlsb[7], rlsb[3:1]},						 
    ^{rmsb[2:1], rlsb[6:5], rlsb[3:2], rlsb[0]},			 
    ^{rmsb[2], rmsb[0], rlsb[6], rlsb[4:3], rlsb[1:0]}		 
  };
  wire [7:0] hgp = {3'b000, hgp_pty,
                    ^{rmsb[2:0], rlsb, hgp_pty}				 
                   };
  wire [7:0] hel = {rlsb[3:1], rpct[3], rlsb[0], rpct[2:0]};
  wire [7:0] hem = {rmsb[2:0], rlsb[7:4], rpct[4]};
  wire [3:0] hep_pty = {
    (^(rmsb[7:1])) ^ rmsb[0],															 
    (^{rmsb[7:4], rlsb[7:5]}) ^ rlsb[4],												 
    (^{rmsb[7:6], rmsb[3:2], rlsb[7:6], rlsb[3]}) ^ rlsb[2],							 
    (^{rmsb[7], rmsb[5], rmsb[3], rmsb[1], rlsb[7], rlsb[5], rlsb[3]}) ^ rlsb[1]		 
  };
  wire [7:0] hep = {3'b000, hep_pty, ^{rmsb, rlsb}};									 
  wire [7:0] hcl = {
    (hep_pty == 4'b1100) ? ~rmsb[4] : rmsb[4],
    (hep_pty == 4'b1011) ? ~rmsb[3] : rmsb[3],
    (hep_pty == 4'b1010) ? ~rmsb[2] : rmsb[2],
    (hep_pty == 4'b1001) ? ~rmsb[1] : rmsb[1],
    (hep_pty == 4'b0111) ? ~rlsb[7] : rlsb[7],
    (hep_pty == 4'b0110) ? ~rlsb[6] : rlsb[6],
    (hep_pty == 4'b0101) ? ~rlsb[5] : rlsb[5],
    (hep_pty == 4'b0011) ? ~rlsb[3] : rlsb[3]
  };
  wire [7:0] hcm = {( (~rpct[0]) & (~(rpct[4:1] == 4'b0000)) ) ? 1'b1 : 1'b0, 4'b0000,
                    (hep_pty == 4'b1111) ? ~rmsb[7] : rmsb[7],
                    (hep_pty == 4'b1110) ? ~rmsb[6] : rmsb[6],
                    (hep_pty == 4'b1101) ? ~rmsb[5] : rmsb[5]
                   };
  wire [4:0] ptn = rptn[7:3];
  wire A = rlsb[7:3] == ptn;
  wire B = rlsb[6:2] == ptn;
  wire C = rlsb[5:1] == ptn;
  wire D = rlsb[4:0] == ptn;
  wire [2:0] pob_count = A + B + C + D;
  wire [7:0] pob = {5'b00000, pob_count};
  wire a = {rlsb[3:0], rmsb[7]} == ptn;
  wire b = {rlsb[2:0], rmsb[7:6]} == ptn;
  wire c = {rlsb[1:0], rmsb[7:5]} == ptn;
  wire d = {rlsb[0], rmsb[7:4]} == ptn;
  wire [2:0] ptb_count = a + b + c + d;
  wire [7:0] ptb = {5'b00000, ptb_count};
  assign alu_out =
    (alu_op == 4'b0100) ? add_out :
    (alu_op == 4'b1111) ? add_out :
    (alu_op == 4'b0111) ? hgp :
    (alu_op == 4'b1000) ? hel :
    (alu_op == 4'b1001) ? hem :
    (alu_op == 4'b1010) ? hep :
    (alu_op == 4'b1011) ? hcl :
    (alu_op == 4'b1100) ? hcm :
    (alu_op == 4'b1101) ? pob :
    (alu_op == 4'b1110) ? ptb :
		8'd0;
endmodule
module CTRL (
  input wire		  req,
  input wire		  reset,
  input wire		  clk,
  input wire	[8:0] instruction,
  output wire		  ack,
  output wire		  pc_update,
  output wire         pc_inc2,
  output wire		  pc_bns,
  output wire		  pc_bcz,
  output wire		  rf_write_reg,
  output wire		  rf_din_dm,
  output wire		  rf_din_alu,
  output wire		  mem_write,
  output wire	[3:0] alu_op
);
  wire [3:0] op_code = instruction[8:5];
  wire end_op = op_code == 4'b0000;
  wire lrv_op = op_code == 4'b0001;
  wire lrm_op = op_code == 4'b0010;
  wire str_op = op_code == 4'b0011;
  wire inc_op = op_code == 4'b0100;
  wire bns_op = op_code == 4'b0101;
  wire bcz_op = op_code == 4'b0110;
  wire hgp_op = op_code == 4'b0111;
  wire hel_op = op_code == 4'b1000;
  wire hem_op = op_code == 4'b1001;
  wire hep_op = op_code == 4'b1010;
  wire hcl_op = op_code == 4'b1011;
  wire hcm_op = op_code == 4'b1100;
  wire pob_op = op_code == 4'b1101;
  wire ptb_op = op_code == 4'b1110;
  wire apc_op = op_code == 4'b1111;
  reg cs;
  always_ff @(posedge clk) begin
    if (reset) cs <= 1'b0;
    else if (req) cs <= 1'b1;
    else if (cs & end_op) cs <= 1'b0;
  end
  wire ao = inc_op|hgp_op|hel_op|hem_op|hep_op|hcl_op|hcm_op|pob_op|ptb_op|apc_op;
  assign pc_update = cs;
  assign pc_inc2 = lrv_op;
  assign pc_bns = bns_op;
  assign pc_bcz = bcz_op;
  assign rf_write_reg = cs & (lrv_op | lrm_op | ao);
  assign rf_din_dm = lrm_op;
  assign alu_op = op_code;
  assign mem_write = cs & str_op;
  assign rf_din_alu = ao;
  assign ack = ~cs;
endmodule
module DM (
  input wire          clk,
  input wire		  mem_write,
  input wire	[7:0] rmi,
  input wire	[7:0] rmo,
  input wire	[7:0] rf_reg_out,
  output wire	[7:0] dm_out
);
  reg	[7:0] core [255:0];
  always_ff @(posedge clk) if (mem_write) core[rmo] = rf_reg_out;
  assign dm_out = core[rmi];
endmodule
module DUT (
  input wire clk,
  input wire reset,
  input wire req,
  output wire ack
);
  parameter RI = 0, RMI = 1, RMO = 2, RSI = 3, RJLS = 4, RLSB = 5, RMSB = 6, RPCT = 7, RST = 8,
    RPTN = 9, RJNI = 10, ROBC = 11, RUBC = 12, RTBC = 13;
  wire [7:0] rs [13:0];
  wire pc_update, pc_bns, pc_bcz, pc_inc2;
  wire [7:0] pc;
  wire [7:0] ld_val;
  wire [8:0] instruction;
  wire mem_write;
  wire [7:0] dm_out;
  wire [3:0] alu_op;
  wire [7:0] alu_out;
  wire rf_din_dm, rf_din_alu;
  wire rf_write_reg;
  wire [7:0] rf_reg_out;
  wire [3:0] rf_reg_in = instruction[3:0];
  wire [7:0] rf_write_data = rf_din_dm ? dm_out :
                       rf_din_alu ? alu_out :
                       ld_val;
  PC pc1(.rjls(rs[RJLS]), .rjni(rs[RJNI]), .ri(rs[RI]), .rsi(rs[RSI]), .rpct(rs[RPCT]), .*);
  IR ir1(.*);
  CTRL ctrl1(.*);
  ALU alu1(.rpct(rs[RPCT]), .rlsb(rs[RLSB]), .rmsb(rs[RMSB]), .rptn(rs[RPTN]), .*);
  DM dm1(.rmi(rs[RMI]), .rmo(rs[RMO]), .*);
  RF rf1(.*);
endmodule
module IR (
  input wire    [7:0] pc,
  output wire   [7:0] ld_val,
  output wire	[8:0] instruction
);
  logic [8:0] core[255];
  assign instruction = core[pc];
  assign ld_val = core[pc + 1][7:0];
  initial begin
    core[0] = 9'b000100000;
    core[1] = 9'b000000000;
    core[2] = 9'b000100001;
    core[3] = 9'b000000000;
    core[4] = 9'b000100010;
    core[5] = 9'b000011110;
    core[6] = 9'b000100011;
    core[7] = 9'b000001111;
    core[8] = 9'b000100100;
    core[9] = 9'b000001010;
    core[10] = 9'b001000101;
    core[11] = 9'b010000001;
    core[12] = 9'b001000110;
    core[13] = 9'b011100111;
    core[14] = 9'b100001000;
    core[15] = 9'b001101000;
    core[16] = 9'b010000010;
    core[17] = 9'b100101000;
    core[18] = 9'b001101000;
    core[19] = 9'b010000000;
    core[20] = 9'b010000001;
    core[21] = 9'b010000010;
    core[22] = 9'b010100000;
    core[23] = 9'b000000000;
    core[24] = 9'b000100000;
    core[25] = 9'b000000000;
    core[26] = 9'b000100001;
    core[27] = 9'b001000000;
    core[28] = 9'b000100010;
    core[29] = 9'b001011110;
    core[30] = 9'b000100011;
    core[31] = 9'b000001111;
    core[32] = 9'b000100100;
    core[33] = 9'b000100010;
    core[34] = 9'b001000101;
    core[35] = 9'b010000001;
    core[36] = 9'b001000110;
    core[37] = 9'b101000111;
    core[38] = 9'b101101000;
    core[39] = 9'b001101000;
    core[40] = 9'b010000010;
    core[41] = 9'b110001000;
    core[42] = 9'b001101000;
    core[43] = 9'b010000000;
    core[44] = 9'b010000001;
    core[45] = 9'b010000010;
    core[46] = 9'b010100000;
    core[47] = 9'b000000000;
    core[48] = 9'b000100000;
    core[49] = 9'b000000000;
    core[50] = 9'b000100001;
    core[51] = 9'b010100000;
    core[52] = 9'b001001001;
    core[53] = 9'b000100001;
    core[54] = 9'b010000000;
    core[55] = 9'b000100010;
    core[56] = 9'b011000000;
    core[57] = 9'b000100011;
    core[58] = 9'b000011111;
    core[59] = 9'b000100100;
    core[60] = 9'b001000101;
    core[61] = 9'b000101010;
    core[62] = 9'b001001101;
    core[63] = 9'b000101011;
    core[64] = 9'b000000000;
    core[65] = 9'b000101100;
    core[66] = 9'b000000000;
    core[67] = 9'b000101101;
    core[68] = 9'b000000000;
    core[69] = 9'b001000101;
    core[70] = 9'b010000001;
    core[71] = 9'b001000110;
    core[72] = 9'b110100111;
    core[73] = 9'b011000000;
    core[74] = 9'b111101011;
    core[75] = 9'b111101101;
    core[76] = 9'b010001100;
    core[77] = 9'b111000111;
    core[78] = 9'b111101101;
    core[79] = 9'b010000000;
    core[80] = 9'b010100000;
    core[81] = 9'b001000101;
    core[82] = 9'b000101010;
    core[83] = 9'b001011001;
    core[84] = 9'b110100111;
    core[85] = 9'b011000000;
    core[86] = 9'b111101011;
    core[87] = 9'b111101101;
    core[88] = 9'b010001100;
    core[89] = 9'b001101011;
    core[90] = 9'b010000010;
    core[91] = 9'b001101100;
    core[92] = 9'b010000010;
    core[93] = 9'b001101101;
    core[94] = 9'b000000000;
  end
endmodule
module PC (
  input wire          clk,
  input wire          reset,
  input wire          pc_update,
  input wire 		  pc_bns,
  input wire 		  pc_bcz,
  input wire          pc_inc2,
  input wire 	[7:0] rjls,
  input wire 	[7:0] rjni,
  input wire 	[7:0] ri,
  input wire 	[7:0] rsi,
  input wire 	[7:0] rpct,
  output wire 	[7:0] pc
);
  reg [7:0] pc_internal;
  always_ff @(posedge clk)
    if (reset) pc_internal <= 8'd0;
    else if (~pc_update) pc_internal <= pc_internal;
    else if (pc_inc2) pc_internal <= pc_internal + 2;
    else if (pc_bns & (ri != rsi)) pc_internal <= rjls;
    else if (pc_bcz & (rpct == 8'd0)) pc_internal <= rjni;
    else pc_internal <= pc_internal + 1;
  assign pc = pc_internal;
endmodule
module RF (
  input wire		  clk,
  input wire		  rf_write_reg,
  input wire	[3:0] rf_reg_in,
  input wire	[7:0] rf_write_data,
  output reg    [7:0] rs [13:0],
  output reg	[7:0] rf_reg_out
);
  assign rf_reg_out = rs[rf_reg_in];
  always @(posedge clk) if (rf_write_reg) rs[rf_reg_in] = rf_write_data;
  integer i;
  initial begin
    for (i=0; i<=13; i+=1) rs[i] = 8'd0;
  end
endmodule
```

==> impl_metrics.sql <==
-- metrics for the results database
INSERT INTO impl_metrics (metric_group, metric, value, unit) VALUES
('critical_path', 'end_kind', 'output pin', ''),
('global_routing', 'first_global_vias', '46500', ''),
('floorplan', 'floorplan.die.width', '473', 'um'),
('final_timing', 'timing.max_slew.rel_slack', '0.299', ''),
('layout', 'area_delta_synth_final', '11.8', '%'),
('final_timing', 'skew', '0.0558', 'ns'),
('power_and_ir_drop', 'power.switching_fraction', '0.289', ''),
('final_timing', 'finalHoldViolCount', '0', ''),
('clocking', 'clkLatencyLatePin', '0.87', 'ns'),
('layout', 'stdcell_count', '7531', ''),
('min_path', 'timing.hold.worst.class', 'reg2reg', ''),
('critical_path', 'setup_crit_start_kind', 'register', ''),
('clocking', 'post_cts.resized_instances', '0', ''),
('final_timing', 'rsz0062_at_grt', 'false', ''),
('floorplan', 'floorplanUtilization', '0.403', ''),
('power_and_ir_drop', 'power_density', '48.1', 'mW/mm2'),
('global_routing', 'groute.usage.overall', '0.218', ''),
('critical_path', 'crit_path_max_fanout', '17', ''),
('global_routing', 'wire_length_of_the_first_global_routing_pass', '321', 'mm'),
('yosys', 'ys_seq_share', '0.733', ''),
('yosys', 'ys_cells', '4319', ''),
('yosys', 'ys.flop_type', 'edfxtp_1', ''),
('yosys', 'ys_top_logic_family', 'multiplexers', ''),
('yosys', 'most_used_standard_cells_in_the_synthesized_netlist', 'edfxtp_1, mux4_2, nor2_1', ''),
('yosys', 'yosys.stat.chipArea', '0.0889', 'mm2'),
('drt', 'antenna_violating_nets_post_route', '0', ''),
('layout', 'post_route_cells_drive_above_1_share', '0.256', ''),
('clocking', 'tritoncts.num_buffers', '213', ''),
('global_routing', 'largest_net_degree_at_the_start_of_global_routing', '141', ''),
('clocking', 'tritoncts', 'built', ''),
('yosys', 'yosys.area.top_type', 'edfxtp_1', ''),
('drt', 'route.layer.met1.wl', '74.6', 'mm'),
('drt', 'detail_route.wirelength', '217', 'mm'),
('power_and_ir_drop', 'netSwitchingPower', '1.38', 'mW'),
('yosys', 'compound_area_frac', '0.0227', ''),
('global_routing', 'gr-total-overflow', '0', ''),
('yosys', 'top_cells_by_area', 'edfxtp_1, mux4_2, nor2_1', ''),
('clocking', 'cts-hold-fix-buffers', '0', ''),
('status', 'run_status', 'complete, no violations', ''),
('drt', 'met3_wirelength', '30.9', 'mm'),
('placement', 'dp_hpwl', '130', 'mm'),
('yosys', 'synth.cellmix.xorXnorShare', '0.0122', ''),
('drt', 'avgRoutedWirePerCell', '28.8', 'um'),
('yosys', 'synth_flops', '2176', ''),
('drt', 'top_layer', 'met5', ''),
('critical_path', 'timing.setup.critical_path_class', 'reg2out', ''),
('clocking', 'cts_htree_levels', '4', ''),
('floorplan', 'chipHeight', '473', 'um'),
('power_and_ir_drop', 'combinational_power_share', '0.199', ''),
('floorplan', 'rows', '172', ''),
('yosys', 'post_syn_instances', '4319', ''),
('power_and_ir_drop', 'totalPowerFinal', '4.78', 'mW'),
('clocking', 'path_clk_slew', '0.06', 'ns'),
('placement', 'buffer_ports.inserted', '3', ''),
('yosys', 'simple_gate_share', '0.0316', ''),
('final_timing', 'worst_slew_pin_tran', '1.05', 'ns'),
('drt', 'dr.pass1.iters', '7', ''),
('yosys', 'yosysMostFrequentCell', 'edfxtp_1', ''),
('critical_path', 'slowest_stage', 'dfxtp_1', ''),
('power_and_ir_drop', 'p_int', '3.40', 'mW'),
('critical_path', 'worst-endpoint-required', '42.08', 'ns'),
('final_timing', 'maxSlewViolCount', '0', ''),
('yosys', 'yosys_warnings', '0', ''),
('drt', 'detailedRoute.firstIterationViolations', '2931', ''),
('placement', 'dp.cells', '7136', ''),
('clocking', 'largest_buffer_count_on_any_clock_path', '3', ''),
('critical_path', 'critPathMaxStageDelay', '0.63', 'ns'),
('power_and_ir_drop', 'clockPowerShare', '0.305', ''),
('yosys', 'yosys.cell_types.count', '81', ''),
('clocking', 'clock_sinks', '2176', ''),
('clocking', 'cts_root_buf', 'clkbuf_16', '');
## power groups by stage
stage / logic, mW / clock network (mW) / registers [mW]
final: 0.950 / 1.46 / 2.37
after global routing: 1.04 / 1.55 / 2.37
after CTS: 0.969 / 1.49 / 2.37
## per-stage QoR
step | util | instance area (um2) | worst slack (ns) | hold slack [ns]
floorplan | - | 88900 | 37.62 | 0.696
global placement | 0.421 | 92700 | 39.08 | 0.772
detailed placement | 0.421 | 92700 | 39.14 | 0.786
CTS | 0.451 | 99400 | 39.83 | 0.791
global route | 0.451 | 99400 | 39.75 | 0.879
finish | 0.451 | 99400 | 39.91 | 0.778
## kinds of logic after synthesis
| group | count (synthesis) |
|---|---|
| adders and majority gates | 35 |
| DFF | 2176 |
| buffers and inverters | 305 |
| muxes | 732 |
| xor gates and xnor gates | 122 |
| AOI/OAI and AO/OA | 308 |
| and+or+nand+nor | 641 |
## cells in the final DEF, fill, tap and decap left out, types with 6 or more instances in the layout
| cell type | instances |
|---|---|
| edfxtp_1 | 2160 |
| mux4_2 | 697 |
| nor2_1 | 341 |
| clkbuf_16 | 214 |
| buf_4 | 121 |
| nand2_1 | 108 |
| xnor2_1 | 78 |
| a21oi_1 | 78 |
| clkinv_1 | 66 |
| o21ai_0 | 58 |
| nand3_1 | 44 |
| xor2_1 | 43 |
| clkbuf_1 | 41 |
| clkinv_2 | 35 |
| nor3_1 | 33 |
| ha_1 | 32 |
| mux2i_1 | 30 |
| nor2b_1 | 29 |
| inv_1 | 26 |
| a211oi_1 | 18 |
| a31oi_1 | 16 |
| o22ai_1 | 15 |
| dfxtp_1 | 15 |
| a22oi_1 | 14 |
| nand2_2 | 13 |
| o211ai_1 | 13 |
| bufinv_16 | 13 |
| or2_2 | 10 |
| nand4_1 | 9 |
| nor4_1 | 9 |
| buf_12 | 9 |
| nand2b_1 | 8 |
| a21o_1 | 8 |
| a221oi_1 | 8 |
| o21ai_4 | 7 |
| o311ai_0 | 7 |
| and3_1 | 7 |
| clkinvlp_4 | 7 |
| o31ai_1 | 6 |
| o2111ai_1 | 6 |
## worst max-delay path: cells and delay by family, from the launching register on
| kind | cells | cell delay, ns |
|---|---|---|
| buffers and inverters | 2 | 0.68 |
| DFF | 1 | 0.63 |
## worst paths after layout
| check | start | to | slack, ns | cells past startpoint |
|---|---|---|---|---|
| max | ctrl1.pc_update | ack | 39.91 | 2 |
| min | ctrl1.pc_update | ctrl1.pc_update | 0.78 | 2 |
| max reg2reg | rf1.rs[9] | rf1.rs[76] | 45.91 | 11 |
| min reg2reg | ctrl1.pc_update | ctrl1.pc_update | 0.78 | 2 |
## area by class of cell
class / count / area [um2] / area share
clock inverter: 137 / 1190 / 0.0120
clock buffer: 255 / 5510 / 0.0554
timing repair buffer: 133 / 1120 / 0.0113
inverter: 31 / 124 / 0.00125
antenna: 3 / 7.51 / 0.0000755
tap: 2958 / 3700 / 0.0372
multi-input combinational: 1838 / 22600 / 0.227
sequential: 2176 / 65200 / 0.656
## registers in the layout, indices dropped and copies added (netlist names)
signal	flops
rf1.rs	112
ir1.instruction	8
pc1.pc	7
dm1.core	2048
ctrl1.pc_update	1
## routing by layer
metal,vias to the layer above,GRT usage
met5,-,0.00735
met4,4,0.0439
met3,302,0.137
met2,2162,0.326
met1,22200,0.289
li1,18100,-
Power is estimated from default activity; no workload was simulated.
